==> flow/design.v <==
`timescale 1ns/1ps
module cmd_decoder (
    input  wire       clk,
    input  wire       rst,
    input  wire       cmd_ready,    
    input  wire [7:0] cmd,
    input  wire [7:0] addr,
    input  wire [7:0] data,
    input  wire [7:0] reg_rd_data,
    output reg        reg_wr_en,     
    output reg  [3:0] reg_addr,      
    output reg  [7:0] reg_wr_data,
    output reg        resp_ok,       
    output reg        resp_data,     
    output reg        resp_err,      
    output reg  [7:0] resp_addr,
    output reg  [7:0] resp_data_byte,
    output reg  [7:0] resp_err_code
);
    localparam [7:0] CMD_W = 8'h57;  
    localparam [7:0] CMD_R = 8'h52;  
    localparam [7:0] ERR_UNKNOWN_CMD = 8'h01;
    localparam [7:0] ERR_BAD_ADDR    = 8'h02;
    localparam [1:0] S_IDLE = 2'd0;
    localparam [1:0] S_EXEC = 2'd1;
    localparam [1:0] S_DONE = 2'd2;
    reg [1:0] state;
    wire addr_valid = (addr[7:4] == 4'h0);
    always @(posedge clk) begin
        if (rst) begin
            state         <= S_IDLE;
            reg_wr_en      <= 1'b0;
            reg_addr       <= 4'h0;
            reg_wr_data    <= 8'h00;
            resp_ok        <= 1'b0;
            resp_data      <= 1'b0;
            resp_err       <= 1'b0;
            resp_addr      <= 8'h00;
            resp_data_byte <= 8'h00;
            resp_err_code  <= 8'h00;
        end else begin
            reg_wr_en   <= 1'b0;
            resp_ok     <= 1'b0;
            resp_data   <= 1'b0;
            resp_err    <= 1'b0;
            case (state)
                S_IDLE: begin
                    if (cmd_ready) begin
                        state <= S_EXEC;
                    end
                end
                S_EXEC: begin
                    reg_addr  <= addr[3:0];
                    resp_addr <= addr;
                    if (!addr_valid) begin
                        resp_err      <= 1'b1;
                        resp_err_code <= ERR_BAD_ADDR;
                        state         <= S_DONE;
                    end else begin
                        if (cmd == CMD_W) begin
                            reg_wr_en   <= 1'b1;
                            reg_wr_data <= data;
                            resp_ok     <= 1'b1;    
                            state       <= S_DONE;
                        end else if (cmd == CMD_R) begin
                            resp_data      <= 1'b1;        
                            resp_data_byte <= reg_rd_data;
                            state          <= S_DONE;
                        end else begin
                            resp_err      <= 1'b1;
                            resp_err_code <= ERR_UNKNOWN_CMD;
                            state         <= S_DONE;
                        end
                    end
                end
                S_DONE: begin
                    state <= S_IDLE;
                end
                default: state <= S_IDLE;
            endcase
        end
    end
endmodule
`timescale 1ns/1ps
module reg_file_16x8 (
    input  wire       clk,
    input  wire       rst,        
    input  wire       wr_en,      
    input  wire [3:0] addr,       
    input  wire [7:0] wr_data,    
    output wire [7:0] rd_data     
);
    reg [7:0] regs [0:15];
    integer i;
    always @(posedge clk) begin
        if (rst) begin
            for (i = 0; i < 16; i = i + 1) begin
                regs[i] <= 8'h00;
            end
        end else begin
            if (wr_en) begin
                regs[addr] <= wr_data;
            end
        end
    end
    assign rd_data = regs[addr];
endmodule
`timescale 1ns/1ps
module uart_regfile_core (
    input  wire       clk,
    input  wire       rst,
    input  wire       cmd_ready,    
    input  wire [7:0] cmd,          
    input  wire [7:0] addr,         
    input  wire [7:0] data,         
    output wire       resp_ok,         
    output wire       resp_data,       
    output wire       resp_err,        
    output wire [7:0] resp_addr,
    output wire [7:0] resp_data_byte,
    output wire [7:0] resp_err_code
);
    wire        reg_wr_en;
    wire [3:0]  reg_addr;
    wire [7:0]  reg_wr_data;
    wire [7:0]  reg_rd_data;
    cmd_decoder u_dec (
        .clk(clk),
        .rst(rst),
        .cmd_ready(cmd_ready),
        .cmd(cmd),
        .addr(addr),
        .data(data),
        .reg_rd_data(reg_rd_data),
        .reg_wr_en(reg_wr_en),
        .reg_addr(reg_addr),
        .reg_wr_data(reg_wr_data),
        .resp_ok(resp_ok),
        .resp_data(resp_data),
        .resp_err(resp_err),
        .resp_addr(resp_addr),
        .resp_data_byte(resp_data_byte),
        .resp_err_code(resp_err_code)
    );
    reg_file_16x8 u_rf (
        .clk(clk),
        .rst(rst),
        .wr_en(reg_wr_en),
        .addr(reg_addr),
        .wr_data(reg_wr_data),
        .rd_data(reg_rd_data)
    );
endmodule
==> flow/run.sh <==
#!/bin/bash
# OpenROAD 26Q1-2900-gdf79404cd8, Yosys 0.63+post, stock flow scripts
make -C /OpenROAD-flow-scripts/flow DESIGN_CONFIG=/design/flow/config.mk WORK_HOME=/design/flow/orfs finish
==> flow/config.mk <==
export PLATFORM = sky130hd
export DESIGN_NAME = uart_regfile_core
export DESIGN_NICKNAME = uart_regfile_core
export VERILOG_FILES = /design/flow/design.v
export SDC_FILE = /design/flow/constraint.sdc
export NUM_CORES = 4
export LEC_CHECK = 1
export CORE_UTILIZATION = 30
==> flow/constraint.sdc <==
current_design uart_regfile_core

set clk_period 4.6
set clk_io_pct 0.2

create_clock -name clk0 -period $clk_period [get_ports {clk}]

set non_clock_inputs [all_inputs -no_clocks]
set_input_delay [expr $clk_period * $clk_io_pct] -clock clk0 $non_clock_inputs
set_output_delay [expr $clk_period * $clk_io_pct] -clock clk0 [all_outputs]
==> report_table.html <==
<h2>Implementation results</h2>
<table>
<tr><th>Metric</th><th>Value</th></tr>
<tr><th colspan="2">Global route</th></tr>
<tr><td>Pin count of the biggest net entering global routing</td><td>37</td></tr>
<tr><td>First-pass GRT wire length</td><td>23,800 microns</td></tr>
<tr><td>Via count of the first global-routing pass</td><td>4,240</td></tr>
<tr><td>Antenna violations before repair</td><td>0</td></tr>
<tr><td>All-Layer GR Usage</td><td>13.6%</td></tr>
<tr><td>Final global-route overflow total</td><td>0</td></tr>
<tr><th colspan="2">Clocking</th></tr>
<tr><td>Hold-fix buffers, CTS</td><td>0</td></tr>
<tr><td>Clock latency on the worst-skew pair</td><td>0.42 ns</td></tr>
<tr><td>Maximum clock insertion buffer count</td><td>2</td></tr>
<tr><td>TritonCTS clock tree</td><td>done</td></tr>
<tr><td>Sinks on Clock Net</td><td>160</td></tr>
<tr><td>Level count of the clock H-tree</td><td>4</td></tr>
<tr><td>Clock Pin Slew Worst Setup and Hold Paths</td><td>0.06 ns</td></tr>
<tr><td>Post-CTS setup buffer count</td><td>0</td></tr>
<tr><td>Number of clock buffers inserted by TritonCTS</td><td>17</td></tr>
<tr><td>Post_cts resized</td><td>0</td></tr>
<tr><td>Root buffer cell</td><td>sky130_fd_sc_hd__clkbuf_16</td></tr>
<tr><th colspan="2">Run status</th></tr>
<tr><td>Outcome</td><td>finished clean</td></tr>
<tr><th colspan="2">Timing</th></tr>
<tr><td>Max Slew Vio Count</td><td>0</td></tr>
<tr><td>Final min period</td><td>2.83 ns</td></tr>
<tr><td>Fmax</td><td>353 MHz</td></tr>
<tr><td>Setup tns final</td><td>0 ns</td></tr>
<tr><td>Final cycle utilization of the critical path</td><td>61.6%</td></tr>
<tr><td>Normalized max-slew margin</td><td>42.8%</td></tr>
<tr><td>Final worst setup slack</td><td>1.77 ns</td></tr>
<tr><td>Hold Violations, Final</td><td>0</td></tr>
<tr><td>Worst Clk Skew</td><td>0.00749 ns</td></tr>
<tr><td>RSZ-0062 raised after global routing</td><td>no</td></tr>
<tr><td>Measured slew at the worst slew-check pin</td><td>0.857 ns</td></tr>
<tr><td>Finish-stage setup viols</td><td>0</td></tr>
<tr><th colspan="2">Place</th></tr>
<tr><td>Number of placed instances, taps included</td><td>846</td></tr>
<tr><td>Post-placement setup slack</td><td>1.39 ns</td></tr>
<tr><td>Number of buffer cells added on primary ports</td><td>47</td></tr>
<tr><td>Post-detail-place hpwl</td><td>10,200 microns</td></tr>
<tr><td>Weighted congestion reported at the end of routability-driven placement</td><td>0.784</td></tr>
<tr><td>Total cell area at the placement stage</td><td>0.00802 sq mm</td></tr>
<tr><th colspan="2">Setup path</th></tr>
<tr><td>Startpoint type of the worst setup path</td><td>flop</td></tr>
<tr><td>Worst Setup SP</td><td>u_dec.reg_addr[1]</td></tr>
<tr><td>Cells traversed along the worst timing path</td><td>clkdlybuf4s50_1</td></tr>
<tr><td>Library cell contributing the largest single delay on the critical path</td><td>sky130_fd_sc_hd__dfxtp_2</td></tr>
<tr><td>Buffers &amp; Inverters on Critical Path</td><td>1</td></tr>
<tr><td>Critical path data arrival time</td><td>1.91 ns</td></tr>
<tr><td>Reg2Reg Capture Point</td><td>u_rf.regs[2][3]</td></tr>
<tr><td>Max FO, Critical Path</td><td>23</td></tr>
<tr><td>Category of cells accounting for the largest share of critical-path delay</td><td>flip-flops</td></tr>
<tr><td>Worst path max stage delay</td><td>0.89 ns</td></tr>
<tr><td>Worst Reg2Reg Path Length in Cells</td><td>4</td></tr>
<tr><td>Data required time of the worst path</td><td>3.68 ns</td></tr>
<tr><td>Startpoint of the most critical register-to-register path</td><td>u_dec.reg_addr[1]</td></tr>
<tr><td>Setup slack of the most critical reg-to-reg path</td><td>1.84 ns</td></tr>
<tr><td>Critical path type</td><td>flop to primary output</td></tr>
<tr><td>Critical path depth in cells</td><td>1</td></tr>
<tr><td>Worst Setup End Kind</td><td>primary output</td></tr>
<tr><th colspan="2">Floorplanning</th></tr>
<tr><td>IO Count</td><td>54</td></tr>
<tr><td>Area of the die</td><td>0.0247 sq mm</td></tr>
<tr><td>Core ar.</td><td>0.0235 sq mm</td></tr>
<tr><td>Initial standard-cell utilization of the core</td><td>30.7%</td></tr>
<tr><td>Number of placement rows</td><td>56</td></tr>
<tr><td>Width of the chip</td><td>157 microns</td></tr>
<tr><td>Chip height</td><td>157 microns</td></tr>
<tr><th colspan="2">Hold path</th></tr>
<tr><td>Terminating pin of the worst hold path</td><td>u_dec.state[0]</td></tr>
<tr><td>Cells on Worst Hold Path</td><td>2</td></tr>
<tr><td>Path type of the worst min-delay path</td><td>flop to flop</td></tr>
<tr><td>Worst Min Path Start</td><td>u_dec.state[1]</td></tr>
<tr><th colspan="2">Synth</th></tr>
<tr><td>Post-synth top flop</td><td>sky130_fd_sc_hd__edfxtp_1</td></tr>
<tr><td>Post-synthesis instance total</td><td>493</td></tr>
<tr><td>Mean instance size in the synthesized netlist</td><td>14.7 sq um</td></tr>
<tr><td>Number of flops mapped to enable cells by yosys</td><td>128</td></tr>
<tr><td>Area of the mapped netlist</td><td>0.00723 sq mm</td></tr>
<tr><td>Cell count listed in synth_stat.txt</td><td>493</td></tr>
<tr><td>Count of warnings emitted by yosys</td><td>2</td></tr>
<tr><td>Post-synth cell types</td><td>37</td></tr>
<tr><td>Share of synthesized registers carrying an async set or reset</td><td>0%</td></tr>
<tr><td>Yosys reg bits</td><td>160</td></tr>
<tr><td>Yosys chip area</td><td>0.00723 sq mm</td></tr>
<tr><td>Register area share after synthesis</td><td>62.0%</td></tr>
<tr><th colspan="2">Flow run</th></tr>
<tr><td>Number of violations of the max-capacitance limit</td><td>0</td></tr>
<tr><td>Number of warnings the tools reported</td><td>25</td></tr>
<tr><th colspan="2">Detailed routing</th></tr>
<tr><td>Vias after detailed routing</td><td>4,002</td></tr>
<tr><td>Routed via count divided by cell count</td><td>4.56</td></tr>
<tr><td>DRC violations left</td><td>0</td></tr>
<tr><td>Mean routed wirelength per cell</td><td>17.2 microns</td></tr>
<tr><td>1st-pass router iterations</td><td>6</td></tr>
<tr><td>Number of antenna diodes</td><td>0</td></tr>
<tr><td>Final routed wirelength across all metal layers</td><td>15,100 microns</td></tr>
<tr><td>Iter 0 DRT Violations</td><td>189</td></tr>
<tr><td>Post-DRT Antenna Nets</td><td>0</td></tr>
<tr><th colspan="2">Finish</th></tr>
<tr><td>Share of final-layout standard cells stronger than drive strength 1</td><td>15.9%</td></tr>
<tr><td>Relative area change from synthesis to final layout</td><td>19.4%</td></tr>
<tr><td>Number of standard cells in the final layout excluding fillers</td><td>878</td></tr>
<tr><td>Final Cell Area</td><td>0.00864 sq mm</td></tr>
<tr><th colspan="2">Power</th></tr>
<tr><td>Worst VDD drop</td><td>165 uV</td></tr>
<tr><td>Pwr/cell area</td><td>373 mW/mm^2</td></tr>
<tr><td>Leakage power figure</td><td>3.09 nW</td></tr>
</table>
[per-layer routing]
layer | global-route usage [%] | share of wire [%] | up-vias
met4 | 1.20 | 0.88 | 0
li1 | - | - | 1917
met2 | 19.7 | 44 | 160
met1 | 20.0 | 44 | 1916
met5 | 0 | 0 | -
met3 | 6.90 | 11 | 9
[kinds of logic (layout without fill, tap and decap cells)]
family	count (synthesis)	after routing	share of synthesized area, %
simple gates	203	203	17.5
flops	160	160	62.0
mux	64	64	14.7
buf+inv	40	101	3.48
compound gates	24	24	2.20
other cells	1	6	0.0518
xor+xnor	1	1	0.121
[synthesized netlist by cell type (8+ instances only)]
cell | number | share of area [%]
sky130_fd_sc_hd__a211o_1 | 8 | 0.97
sky130_fd_sc_hd__and2_1 | 129 | 11
sky130_fd_sc_hd__buf_2 | 10 | 0.69
sky130_fd_sc_hd__buf_4 | 9 | 0.93
sky130_fd_sc_hd__clkbuf_1 | 12 | 0.62
sky130_fd_sc_hd__dfxtp_1 | 32 | 8.9
sky130_fd_sc_hd__edfxtp_1 | 128 | 53
sky130_fd_sc_hd__mux2i_1 | 32 | 4.4
sky130_fd_sc_hd__mux4_2 | 26 | 8.1
sky130_fd_sc_hd__nor2_1 | 29 | 1.5
sky130_fd_sc_hd__nor3_1 | 11 | 0.76
sky130_fd_sc_hd__o21ai_0 | 14 | 0.97
[cell type report]
type,instances,area (sq um)
Fill cell,2219,14900
Multi-Input combinational cell,298,2520
Tap cell,319,399
Inverter,4,15.0
Sequential cell,160,4490
Clock inverter,12,160
Clock buffer,20,457
Timing Repair Buffer,65,606
[how the worst max path moves through the flow]
stage / slack [ns] / end
6_report: 1.77 / resp_addr[1]
5_1_grt: 1.51 / u_rf.regs[2][3]
4_1_cts: 1.71 / resp_addr[1]
[layout by cell type (no fill, tap or decap), types with 11 or more instances in the layout]
master,n
sky130_fd_sc_hd__clkbuf_16,17
sky130_fd_sc_hd__nor2_1,29
sky130_fd_sc_hd__mux4_2,26
sky130_fd_sc_hd__dfxtp_1,30
sky130_fd_sc_hd__o21ai_0,14
sky130_fd_sc_hd__edfxtp_1,128
sky130_fd_sc_hd__clkdlybuf4s50_1,47
sky130_fd_sc_hd__and2_1,129
sky130_fd_sc_hd__buf_4,18
sky130_fd_sc_hd__nor3_1,11
sky130_fd_sc_hd__mux2i_1,32
[per-stage QoR]
step | hold WS (ns) | power (mW) | util [%]
final | 0.436 | 3.23 | 36.7
after global routing | 0.466 | 3.34 | 36.7
after CTS | 0.430 | 3.26 | 36.7
after detailed placement | 0.410 | 1.82 | 34.1
after global placement | 0.409 | 1.82 | 34.1
after floorplan | 0.393 | 1.75 | -
[flip-flops by register name, summed over array words and instances, names as in the netlist, 2 cells and up]
register,cells
u_dec.resp_err_code,2
u_dec.state,3
u_dec.reg_wr_data,8
u_dec.resp_data_byte,8
u_rf.regs,128
u_dec.reg_addr,3
u_dec.resp_addr,5
[report_power, final]
| group | internal, mW | switching (mW) | leakage (nW) | total [mW] |
|---|---|---|---|---|
| Sequential | 1.60 | 0.0269 | 1.58 | 1.63 |
| Combinational | 0.0844 | 0.0751 | 1.22 | 0.159 |
| Clock | 0.884 | 0.554 | 0.290 | 1.44 |
No activity file was given, so power comes from the tool's default toggle rates.
