===== flow/constraint.sdc =====
current_design cmd_collector

set clk_period 2.0
set clk_io_pct 0.2

create_clock -name clk0 -period $clk_period [get_ports {clk}]

set non_clock_inputs [all_inputs -no_clocks]
set_input_delay [expr $clk_period * $clk_io_pct] -clock clk0 $non_clock_inputs
set_output_delay [expr $clk_period * $clk_io_pct] -clock clk0 [all_outputs]

===== flow/run.sh =====
#!/bin/bash
# OpenROAD 26Q1-2900-gdf79404cd8, Yosys 0.63+post, stock flow scripts
make -C /OpenROAD-flow-scripts/flow DESIGN_CONFIG=/design/flow/config.mk WORK_HOME=/design/flow/orfs finish

===== flow/design.v =====
`timescale 1ns/1ps
module cmd_collector (
    input  wire       clk,
    input  wire       rst,
    input  wire       rx_valid,
    input  wire [7:0] rx_data,
    output reg  [7:0] cmd,
    output reg  [7:0] addr,
    output reg  [7:0] data,
    output reg        cmd_ready
);
    localparam S_IDLE = 2'd0;
    localparam S_CMD  = 2'd1;
    localparam S_ADDR = 2'd2;
    localparam S_DATA = 2'd3;
    reg [1:0] state;
    always @(posedge clk) begin
        if (rst) begin
            state     <= S_IDLE;
            cmd       <= 8'h00;
            addr      <= 8'h00;
            data      <= 8'h00;
            cmd_ready <= 1'b0;
        end else begin
            cmd_ready <= 1'b0;  
            case (state)
                S_IDLE: begin
                    if (rx_valid) begin
                        cmd   <= rx_data;
                        state <= S_ADDR;
                    end
                end
                S_ADDR: begin
                    if (rx_valid) begin
                        addr  <= rx_data;
                        state <= S_DATA;
                    end
                end
                S_DATA: begin
                    if (rx_valid) begin
                        data      <= rx_data;
                        cmd_ready <= 1'b1;  
                        state     <= S_IDLE;
                    end
                end
                default: state <= S_IDLE;
            endcase
        end
    end
endmodule

===== flow/config.mk =====
export PLATFORM = sky130hd
export DESIGN_NAME = cmd_collector
export DESIGN_NICKNAME = cmd_collector
export VERILOG_FILES = /design/flow/design.v
export SDC_FILE = /design/flow/constraint.sdc
export NUM_CORES = 4
export LEC_CHECK = 1
export CORE_AREA = 10 10 96 96
export DIE_AREA = 0 0 106 106

==> results.toml <==
# yosys + openroad results
[job]
max_cap_violations = 0
warning_count = 25

[timing]
layout_worst_path_cycle_share_pct = 75.5
setup_tns_ps = 0
timing.max_slew.rel_slack_pct = 77.6
timing.fmax_mhz = 662
final_hold_viol_count = 0
worst_clock_skew_ps = 4.38
rsz0062_at_grt = "no"
timing_worst_slew_pin_value_ps = 335
finalWorstPathRequiredPeriod_ps = 1510
timing_max_transition_violations_final = 0
setup_violations = 0

[critical_path]
cp-startpoint = "cmd[2]"
r2r_slack_ps = 1100
crit-reg2reg-capture = "data[1]"
critical-path-top-delay-family = "buffers and inverters"
cp_data_arrival_time_ps = 1110
slowest_delay_ps = 490
critical_path_depth = 1
setup.worst_path.start_class = "flip-flop"
critical_path_class = "flip-flop to output port"
critical_path.max_fanout = 2
critPathRequiredTime_ps = 1600
timing.critical_path.cells = "clkdlybuf4s50_1"
timing.reg2reg.worst_path_depth = 2
endpoint_kind = "output port"
worst_path_max_delay_cell = "clkdlybuf4s50_1"
endpoint = "cmd[2]"
cp.buffers_inverters = 1
r2r-start = "state[2]"

[logic_synthesis]
netlist_logic_family_top = "simple AND/OR/NAND/NOR gates"
synthCells = 101
seq_cells_post_synth = 28
ys_sh_mux_pct = 21.8
top_cells_by_area = "dfxtp_1 51%, mux2i_1 22%, nand2b_1 19%"
synth-warning-count = 1
proportion_of_netlist_area_held_by_the_largest_area_contributor_pct = 50.9
number_of_distinct_library_cells_after_synthesis = 13
ys_cells = 101
synth_top_cell_by_area = "dfxtp_1"
fa_ha_area_share_pct = 0
ys_seq_share_pct = 50.9
synthesis.area_um2 = 1100
synth-compound-area-share_pct = 1.82
synth.cellmix.xorXnorShare_pct = 0
ys_chip_area_um2 = 1100
simple_gate_area_share_pct = 21.9
syn-mean-instance-area_um2 = 10.9

[clock_tree]
cts.clk_slew.worst_paths_ps = 100
clkLatencyLatePin_ps = 270
clock_sink_count = 28
cts_repair_resize_count = 0
htreeDepth = 1
clock_path_buffers = 2
tritoncts = "done"
cts-buffers-inserted = 3
hold_buffers = 0
clk_root_buffer_cell = "clkbuf_8"
postCtsSetupBuffers = 0

[min_path]
timing.hold.worst.class = "flip-flop to flip-flop"

[route]
ant_nets = 0
route.final.wire_length_um = 2720
detailedRoute.firstPassIterationCount = 4
route.antenna.diode_count = 0
detailroute.via_count = 756
routedWlPerCell_um = 11.6
routed_via_density = 3.22
starting_drt_drc_count = 24
remaining_drc_errors = 0

[global_route]
antenna_violations_before_repair = 0
globalRouteTotalUtil_pct = 4.81
overflow = 0
via_count_of_the_first_global_routing_pass = 751
grt_max_degree = 37
wire_length_of_the_first_global_routing_pass_um = 4270

[finish]
layout-drive-gt1-share_pct = 5.88
design_area_um2 = 1620
syn_to_final_growth_pct = 46.9

[power]
power_switching_share_pct = 19.8
p_total_mw = 1.16
p_seq_share_pct = 51.2
combinational_power_share_pct = 10.8
peakVddDrop_v = 0.000467
intPower_mw = 0.928
total_switching_power_mw = 0.229
powerDensity_nw_per_um2 = 715
static-leakage-power_nw = 0.664
power_frac_clock_pct = 38.0

[die]
placementRows = 31
die_width_um = 106
die_height_um = 106
core_util_floorplan_pct = 15.3
die_area_um2 = 11200
placeable_core_region_um2 = 7210
num_io_pins = 36

[place]
replace_congestion = 0.692
port_buffers = 35
postPlaceCellArea_um2 = 1550
dp.final_hpwl_um = 1990

[outcome]
outcome = "complete, no violations"
[cell usage after synthesis]
| master | count |
|---|---|
| mux2i_1 | 24 |
| o21ai_1 | 1 |
| and2_4 | 1 |
| a21oi_1 | 3 |
| nand2b_1 | 34 |
| nand2_1 | 1 |
| buf_6 | 2 |
| nor2_1 | 1 |
| inv_1 | 1 |
| nand2_2 | 2 |
| clkbuf_1 | 1 |
| buf_2 | 2 |
| dfxtp_1 | 28 |
[layer usage]
metal	track usage (%)	routed length [um]	vias up
met1	6.63	1310	331
met3	2.45	243	2
li1	-	-	398
met2	6.98	1150	25
met5	0	0	-
met4	0.193	14	0
[layout by cell type (no fill, tap or decap), drive strengths merged]
master / instances
a21oi: 3
and2: 1
buf: 1
bufinv: 1
clkbuf: 3
clkdlybuf4s50: 35
dfxtp: 28
inv: 1
mux2i: 24
nand2: 3
nand2b: 34
nor2: 1
o21ai: 1
[flip-flops by register name, summed over array words and instances, names as in the netlist]
name and cells:
data 8, state 3, cmd_ready 1, cmd 8, addr 8
[worst min path at each step]
stage | cells past startpoint | endpoint | startpoint | slack (ps)
4_1_cts | 2 | state[0] | state[0] | 470
5_1_grt | 2 | state[0] | state[0] | 500
6_report | 2 | state[0] | state[0] | 470
[tightest hold or removal path, cell delays in order, from the launching register on]
cell and delay, ps:
dfxtp_1 340, inv_1 50, o21ai_1 40
[stage by stage]
stage / hold slack [ps] / util (%) / worst slack (ps) / std cells
after floorplan: 434 / - / 1010 / 101
after global placement: 455 / 21.5 / 393 / 231
after detailed placement: 455 / 21.5 / 383 / 231
after CTS: 471 / 22.4 / 453 / 235
after global routing: 498 / 22.4 / 417 / 235
final: 469 / 22.4 / 490 / 235
[power by group through the flow]
stage	combinational (mW)	clock, mW	sequential [mW]
CTS	0.129	0.459	0.593
global route	0.140	0.473	0.595
finish	0.125	0.439	0.593
[cell families after synthesis]
family                 count (synthesis)
multiplexers                          24
flip-flops                            28
AND-OR/OR-AND                          4
buffers and inverters                  6
AND/OR/NAND/NOR                       39
[layout make-up]
class,instances,area [um2]
fill,800,5600
sequential,28,561
multi-input combinational,67,502
timing repair buffer,36,358
tap,99,124
clock buffer,3,41.3
clock inverter,1,30.0
inverter,1,3.75
No activity file was given, so power comes from the tool's default toggle rates.
